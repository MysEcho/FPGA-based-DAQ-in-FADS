==> flow/design.v <==
`timescale 1ns / 1ps
module Sampler #
( parameter HIGH_THRESHOLD = 100
)
(
    input [9:0] adc_dat,
    input clk,
    output [9:0] dout,
    output we,
    output [15:0] cnt
    );
    reg [9:0] adc_data;
    reg wr_en;
    reg [15:0]counter =0;
    assign dout = adc_data;
    assign we   = wr_en;
    assign cnt  = counter;
    always @(posedge clk) begin
        if (adc_dat > HIGH_THRESHOLD) 
            begin
                adc_data <= adc_dat;
                wr_en    <= 1;
                counter   = counter +1;
            end
        else    
            begin
                wr_en    <= 0;
            end
    end
endmodule
==> flow/run.sh <==
#!/bin/bash
# OpenROAD 26Q1-2900-gdf79404cd8, Yosys 0.63+post, stock flow scripts
make -C /OpenROAD-flow-scripts/flow DESIGN_CONFIG=/design/flow/config.mk WORK_HOME=/design/flow/orfs finish
==> flow/config.mk <==
export PLATFORM = sky130hd
export DESIGN_NAME = Sampler
export DESIGN_NICKNAME = Sampler
export VERILOG_FILES = /design/flow/design.v
export SDC_FILE = /design/flow/constraint.sdc
export NUM_CORES = 4
export LEC_CHECK = 1
export CORE_AREA = 10 10 107 107
export DIE_AREA = 0 0 117 117
==> flow/constraint.sdc <==
current_design Sampler

set clk_period 3.1
set clk_io_pct 0.2

create_clock -name clk0 -period $clk_period [get_ports {clk}]

set non_clock_inputs [all_inputs -no_clocks]
set_input_delay [expr $clk_period * $clk_io_pct] -clock clk0 $non_clock_inputs
set_output_delay [expr $clk_period * $clk_io_pct] -clock clk0 [all_outputs]
==> flow_summary.yaml <==
# implementation run metrics
outcome:
  status: "completed"
detailed_routing:
  drt-pass1-iter-count: 3
  drcViolationCount: 0
  drt_wl_total_um: 2740
  insertedDiodeCount: 0
  vias_per_cell: 3.20
  routedWlPerCell_um: 12.0
  antenna_left: 0
  drt_iter0_drc: 22
  dr_total_vias: 730
clocking:
  cts.htree.levels: 1
  clock-sinks: 27
  cts_buffers: 3
  hold_buffers: 0
  cts_tree: "yes"
  clock_path_buffers: 2
  clk_latency_ps: 260
  cts_resized: 0
  post_cts_buffers: 0
  clk_pin_slew_ps: 80
  root_buffer: "clkbuf_8"
cells_and_area:
  final_area_mm2: 0.00168
  layout.cells.most_common: "clkdlybuf4s50_1"
  drive_above_1_share_pct: 5.98
  final_layout_top_logic_cells: "37 x clkdlybuf4s50_1, 26 x edfxtp_1, 10 x xor2_1"
  area_delta_synth_final_pct: 50.3
timing:
  finalCriticalPeriod_ps: 2290
  setup_tns_ps: 0
  fin_crit_sh_pct: 74.0
  setup_viol_count_final: 0
  fmax_mhz: 436
  rsz0062_at_grt: "false"
  timing.final.ws_setup_ps: 806
  slew_violations: 0
  worst_pin_slew_ps: 481
  fin_skew_ps: 2.94
  hold_viol_final: 0
  relSlewSlack_pct: 67.9
synthesis:
  synth_cell_types: 17
  syn_area_per_cell_um2: 14.9
  syn_area_mm2: 0.00112
  ys_cells: 75
  ys_seq_elements: 27
  yosysWarnings: 1
  synth_cells: 75
  seq_area_frac_synth_pct: 71.7
  yosysChipArea_mm2: 0.00112
global_routing:
  antenna_found_initial: 0
  grt-ovfl-total: 0
  met3_usage_pct: 2.43
  met2_usage_pct: 5.55
  grt_max_degree: 17
  grt_pass1_wl_um: 4160
  busiest_layer: "met2"
  met1_usage_pct: 5.43
  grt_pass1_vias: 747
  grt_use_total_pct: 3.98
worst_hold_path:
  min_path_cells: 1
  hold_path.class: "flip-flop to flip-flop"
  holdPathEnd: "counter[15]"
  holdCritStartpoint: "counter[15]"
worst_setup_path:
  cp.required_ps: 3110
  critPathKind: "input port to flip-flop"
  crit_fanout: 16
  slowest_stage: "or4_1"
  cpPeakStageDelay_ps: 670
  rr_startpoint: "counter[0]"
  rrSetupSlack_ps: 1490
  path_buffers: 2
  arrival_ps: 2310
  end_kind: "flip-flop"
  path_cells: "clkdlybuf4s50_1 > o21ai_0 > a21oi_1 > or4_1 > buf_4"
  crit_path_start_kind: "input port"
  r2r_cells: 4
  critical_path.top_delay_family: "buffers and inverters"
  r2r-end: "counter[12]"
flow_run:
  tool_warnings: 25
  maxCapViolations: 0
placement:
  dp_slack_ps: 518
  portBuffers: 37
  hpwl_um: 2230
  place.gp.congestion: 0.770
  placed_cell_area_mm2: 0.00163
power:
  ir_drop_uv: 194
  cellLeakagePower_nw: 0.581
  power_density_mw_per_mm2: 673
floorplanning:
  io_pins: 38
  die_height_um: 117
  fp.dieW_um: 117
  die-area_mm2: 0.0137
  rows: 35
  fp_util_pct: 12.1
  coreArea_mm2: 0.00920
flip-flops by register name, indices dropped and copies added (netlist names):
signal	cells
wr_en	1
adc_data	10
counter	16
how the worst max path moves through the flow:
stage | startpoint | endpoint | slack, ps | cells after the start
CTS | adc_dat[0] | counter[15] | 810 | 5
global route | adc_dat[1] | counter[9] | 670 | 5
finish | adc_dat[0] | counter[12] | 810 | 5
synth_stat cells:
| library cell | number | share of area (%) |
|---|---|---|
| a21oi_1 | 1 | 0.45 |
| dfxtp_1 | 1 | 1.8 |
| edfxtp_1 | 26 | 70 |
| ha_1 | 1 | 1.1 |
| inv_1 | 3 | 1.0 |
| nand2_1 | 6 | 2.0 |
| nand3_1 | 3 | 1.3 |
| nand3_2 | 1 | 0.90 |
| nand4_1 | 2 | 1.1 |
| nand4_2 | 2 | 2.2 |
| nor2_1 | 5 | 1.7 |
| nor3_1 | 3 | 1.3 |
| nor4_1 | 4 | 2.2 |
| o21ai_0 | 1 | 0.45 |
| or4_1 | 2 | 1.3 |
| xnor2_1 | 4 | 3.1 |
| xor2_1 | 10 | 7.8 |
stage by stage:
stage	std cells	hold WS, ps	power (mW)	utilization [%]
after floorplan	75	547	0.710	-
after global placement	224	596	0.957	17.8
after detailed placement	224	606	0.961	17.8
after CTS	228	619	1.16	18.2
after global routing	228	646	1.21	18.2
final	228	614	1.13	18.2
area by class of cell:
cell class                 count  area, um^2
sequential                    27         801
timing repair buffer          38         378
tap                          111         139
fill                        1011        7520
clock buffer                   4        45.0
inverter                       3        11.3
multi-input combinational     45         304
worst reg2reg max path, cell delays in order, from the launching register on:
cell	delay (ps)
edfxtp_1	440
ha_1	240
nand4_1	260
nor4_1	310
xor2_1	110
where the power goes:
part / leakage (nW) / switching [mW] / internal (mW)
sequential: 0.281 / 0.116 / 0.523
combinational: 0.278 / 0.0931 / 0.208
clock: 0.0228 / 0.0974 / 0.0917
logic make-up after synthesis:
family	Yosys count	share of synthesized area (%)
DFF	27	71.7
adders and majority gates	1	1.12
buffers and inverters	3	1.01
and+or+nand+nor	28	14.2
AOI/OAI and AO/OA	2	0.896
xor gates and xnor gates	14	11.0
metal layers:
| layer | routed length, um | vias to the layer above |
|---|---|---|
| li1 | - | 364 |
| met1 | 1210 | 337 |
| met2 | 1160 | 27 |
| met3 | 362 | 2 |
| met4 | 10 | 0 |
| met5 | 0 | - |
Power figures rest on the tool's default switching activity, not on a simulated workload.
